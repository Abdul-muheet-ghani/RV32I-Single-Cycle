`/design/flow/run.sh`:
```
#!/bin/bash
# OpenROAD 26Q1-2900-gdf79404cd8, Yosys 0.63+post, stock flow scripts
make -C /OpenROAD-flow-scripts/flow DESIGN_CONFIG=/design/flow/config.mk WORK_HOME=/design/flow/orfs finish
```
`/design/flow/config.mk`:
```
export PLATFORM = sky130hd
export DESIGN_NAME = control
export DESIGN_NICKNAME = control
export VERILOG_FILES = /design/flow/design.v
export SDC_FILE = /design/flow/constraint.sdc
export NUM_CORES = 4
export LEC_CHECK = 1
export CORE_AREA = 10 10 70 70
export DIE_AREA = 0 0 80 80
```
`/design/flow/constraint.sdc`:
```
current_design control

set clk_period 1.9
set clk_io_pct 0.2

create_clock -name clk0 -period $clk_period

set non_clock_inputs [all_inputs -no_clocks]
set_input_delay [expr $clk_period * $clk_io_pct] -clock clk0 $non_clock_inputs
set_output_delay [expr $clk_period * $clk_io_pct] -clock clk0 [all_outputs]
```
`/design/flow/design.v`:
```
module control (
   input      [31:0] opcode_in,
   output reg        illegal_ins_out,
   output reg        ecall_out,
   output reg        ebreak_out,
   output reg        mret_out,
   output reg [10:0] decoded_out
 );
   always @* begin
      case (opcode_in[6:0])
         7'b0110011  : {decoded_out,illegal_ins_out} = {(11'b10000000000),1'b0};
         7'b0010011  : {decoded_out,illegal_ins_out} = {(11'b01000000000),1'b0};
         7'b0000011   : {decoded_out,illegal_ins_out} = {(11'b00100000000),1'b0};
         7'b0100011  : {decoded_out,illegal_ins_out} = {(11'b00010000000),1'b0};
         7'b1100011 : {decoded_out,illegal_ins_out} = {(11'b00001000000),1'b0};
         7'b1101111    : {decoded_out,illegal_ins_out} = {(11'b00000100000),1'b0};
         7'b1100111   : {decoded_out,illegal_ins_out} = {(11'b00000010000),1'b0};
         7'b0110111    : {decoded_out,illegal_ins_out} = {(11'b00000001000),1'b0};
         7'b0010111  : {decoded_out,illegal_ins_out} = {(11'b00000000100),1'b0};
         7'b1110011 : {decoded_out,illegal_ins_out} = {(11'b00000000010),1'b0};
         7'b1110011 : {decoded_out,illegal_ins_out} = {(11'b00000000001),1'b0};
         default: {decoded_out,illegal_ins_out} = {11'b0,1'b1};
      endcase
   end
   always @* begin
      ecall_out  = (opcode_in == 7'b1110011) && (opcode_in[14:12] == 0) && (opcode_in[21:20] == 2'b00);
      ebreak_out = (opcode_in == 7'b1110011) && (opcode_in[14:12] == 0) && (opcode_in[21:20] == 2'b01);
      mret_out   = (opcode_in == 7'b1110011) && (opcode_in[14:12] == 0) && (opcode_in[21:20] == 2'b10);
   end
endmodule
```
==> impl_metrics.yaml <==
# physical design summary
global_routing:
  number_of_global_route_vias_before_repair: 538
  grt_pass1_wl_mm: 2.75
  gr-usage-all-layers_pct: 5.17
  number_of_antenna_violations_at_the_first_check_in_global_routing: 0
  grt.overflow.total: 0
  pin_count_of_the_biggest_net_entering_global_routing: 7
die:
  fp-row-count: 21
  die-area_um2: 6400
  floorplan.core_util_pct: 6.19
  fp.dieH_um: 80
  floorplan.io_pins: 47
  design.core.area_um2: 3420
  die_w_um: 80
placed_design:
  hpwl_mm: 1.42
  pre_cts_ws_ps: -912
  placement.cell_area_um2: 732
  globalplace.congestion: 0.677
  place.port_buffers: 44
cts:
  postCtsHoldBufs: 0
timing:
  grt_setup_unrepaired: "yes"
  setup_viol: 1
  count_of_final_max_slew_check_failures: 0
  fin_setup_tns_ps: -157
  hold_viol_final: 0
  maxClockFrequency_ghz: 0.486
  period_minus_slack_ps: 2060
  final_cycle_utilization_of_the_critical_path_pct: 108
  worst_slack_ps: -157
job:
  tool_warnings: 34
  max_cap_violations: 0
status:
  status: "finished with violations"
  failed_checks: "negative setup slack"
detailed_routing:
  drc: 0
  finalWirelength_mm: 1.75
  routed-via-count: 479
  wl_per_cell_um: 12.4
  antenna_cells_inserted: 0
  antenna_left: 0
  detail_route.vias_per_cell: 3.40
  detailedRoute.firstPassIterationCount: 2
  dr.first_iter.drc_count: 4
logic_synthesis:
  yosys_cells: 35
  yosysWarnings: 1
  largest_area_cell: "sky130_fd_sc_hd__buf_4"
  syn_area_per_cell_um2: 6.04
  synth-area-yosys_um2: 211
  netlist_area_um2: 211
  synth.yosys.seq_area_share_pct: 0
  synth_cell_types: 19
  netlist.area_leader.share_pct: 10.7
  yosys-top-cells-area: "sky130_fd_sc_hd__buf_4 11%, sky130_fd_sc_hd__or4_1 11%, sky130_fd_sc_hd__nor3_1 9.5%, sky130_fd_sc_hd__and2_1 8.9%, sky130_fd_sc_hd__nor2_1 8.9%"
  post_synth_inst_count: 35
worst_setup_path:
  cp_data_required_time_ps: 1520
  critical-path-max-stage-delay_ps: 510
  crit_type: "primary input to output pin"
  crit_end_element: "output pin"
  worst_path_most_repeated_cell: "sky130_fd_sc_hd__or4_4"
  timing.critical_path.from: "opcode_in[26]"
  timing.critical_path.arrival_ps: 1680
  cpLargestDelayFamily: "simple AND/OR/NAND/NOR gates"
  critical-path-slowest-cell: "sky130_fd_sc_hd__or4_4"
  worstPathCellList: "buf_6 -> or4_4 -> or4_4 -> nor3_2 -> buf_2"
  crit_fanout: 1
  cp-start-kind: "primary input"
  crit_buf_inv: 2
final_layout:
  final-comb-area_um2: 260
  n_sequential_cell: 0
  area_growth_syn_to_layout_pct: 296
  drive_gt1_share_pct: 47.4
  area.sequential_um2: 0
  most-common-layout-cells: "17 x sky130_fd_sc_hd__clkdlybuf4s50_1, 12 x sky130_fd_sc_hd__buf_4, 11 x sky130_fd_sc_hd__buf_2, 10 x sky130_fd_sc_hd__dlygate4sd2_1, 6 x sky130_fd_sc_hd__buf_6"
  layout_top_cell_excl_fill_tap: "sky130_fd_sc_hd__clkdlybuf4s50_1"
  final_cell_area_um2: 838
  num-clock-buffers: 0
  final_core_util_pct: 24.5
  number_of_filler_instances_in_the_final_layout: 370
power_and_ir_drop:
  power.total_uw: 104
  static_leakage_power_uw: 0.000371
  power_per_cell_area_nw_per_um2: 124
  vdd_drop_max_mv: 0.0230
min_path:
  hold_path.startpoint: "opcode_in[30]"
  hold_path_class: "primary input to output pin"
[synth_stat cells (all sizes together)]
cell type and number:
conb 1, or2 1, or3 1, nor3 5, a21oi 1, nand4 1
nor4b 1, or4 3, nand3 2, inv 1, buf 3, nor4 3
nand4bb 1, nor3b 1, nand3b 1, nor2 5, and2 3, nand2 1
[layout make-up]
type	instances	area share [%]
Timing Repair Buffer	61	61.6
Multi-Input combinational cell	33	31.0
Tap cell	46	6.87
Inverter	1	0.448
[per-stage QoR]
step / cells / hold slack (ps)
detailed placement: 129 / 1740
global placement: 129 / 1730
finish: 141 / 1160
global route: 141 / 1190
CTS: 140 / 1170
floorplan: 37 / 774
[cell families (layout without fill, tap and decap cells)]
group | after synthesis | after routing | share of synthesized area [%]
other | 1 | 3 | 1.77
buffers and inverters | 4 | 62 | 12.4
AOI/OAI and AO/OA | 1 | 1 | 2.36
and+or+nand+nor | 29 | 29 | 83.4
[power breakdown]
group | total [uW] | internal, uW | leakage, uW | switching [uW]
registers | 0 | 0 | 0 | 0
logic | 104 | 73.6 | 0.000371 | 30.3
clock network | 0 | 0 | 0 | 0
total | 104 | 73.6 | 0.000371 | 30.3
[routing by layer]
layer	global-route usage [%]	wire length [um]	vias up
li1	-	-	248
met1	5.61	628	212
met2	9.63	900	19
met3	2.16	216	0
met4	0	0	0
met5	0	0	-
[worst paths after layout]
| path | end | depth (start not counted) |
|---|---|---|
| setup / recovery | ecall_out | 5 |
| hold / removal | ecall_out | 5 |
[what timing repair did]
| item | 4_1_cts | 5_1_grt |
|---|---|---|
| gates resized | 81 | 3 |
| buffers inserted | 11 | 2 |
| pin swaps | 11 | 4 |
| endpoints found under the setup margin | 12 | 6 |
No activity file was given, so power comes from the tool's default toggle rates.
