==> design.v <==
module unit (
   input     [8:0]  type_decode_in,
   input     [2:0]  function_3_in,
   input            function_7_in,
   output reg[14:0] control_unit_out
 );
 reg [2:0]sel;
 always @* begin
   sel[0] = type_decode_in[5];
   sel[1] = type_decode_in[0] | type_decode_in[1];
   sel[2] = type_decode_in[2] | type_decode_in[6] | type_decode_in[7];
 end
 always @* begin
   control_unit_out[14] = type_decode_in[0] | type_decode_in[1] | type_decode_in[2] | type_decode_in[3] | type_decode_in[6] | type_decode_in[7] | type_decode_in[8];
   control_unit_out[13] = type_decode_in[6];   
   control_unit_out[12] = type_decode_in[5];   
   control_unit_out[11] = type_decode_in[4];   
     case (type_decode_in[3:0])
      0001 : control_unit_out[10:9] = 2'b01;
      0010 : control_unit_out[10:9] = 2'b11;
      0100 : control_unit_out[10:9] = 2'b10;
      1000 : control_unit_out[10:9] = 2'b10;
      default: control_unit_out[10:9] = 0;
   endcase
   control_unit_out[8] = type_decode_in[0] | type_decode_in[1] | type_decode_in[5] | type_decode_in[7] | type_decode_in[6] | type_decode_in[2];
   case (type_decode_in[4:2])
      3'b001 : control_unit_out[7:6] = 2'b11;
      3'b010 : control_unit_out[7:6] = 2'b01;
      3'b100 : control_unit_out[7:6] = 2'b10; 
      default: control_unit_out[7:6] = 0; 
   endcase
   if (type_decode_in == 9'b100000000) begin
      if (function_7_in==1) begin
         case (function_3_in)
            3'b000  : control_unit_out[5:2] = 4'b0001;
            3'b100  : control_unit_out[5:2] = 4'b0101;
            3'b010  : control_unit_out[5:2] = 4'b0111;
            3'b110   : control_unit_out[5:2] = 4'b0011;
            3'b001  : control_unit_out[5:2] = 4'b1101;
            3'b101  : control_unit_out[5:2] = 4'b1001; 
            3'b011 : control_unit_out[5:2] = 4'b1001;
            3'b111  : control_unit_out[5:2] = 4'b0011;
            default:control_unit_out[5:2] = 0; 
         endcase
      end else begin                                 
         case (function_3_in)                          
            3'b000  : control_unit_out[5:2] = 4'b0000;
            3'b100  : control_unit_out[5:2] = 4'b0100;
            3'b010  : control_unit_out[5:2] = 4'b0111;
            3'b110   : control_unit_out[5:2] = 4'b0011;
            3'b001  : control_unit_out[5:2] = 4'b0101;
            3'b101  : control_unit_out[5:2] = 4'b0110; 
            3'b011 : control_unit_out[5:2] = 4'b1000;
            3'b111  : control_unit_out[5:2] = 4'b0010;
            default : control_unit_out[5:2] = 0;
         endcase
      end
   end
   if (type_decode_in == 9'b010000000) begin
      if (function_7_in==1) begin
         case (function_3_in)
            3'b000  : control_unit_out[5:2] = 4'b0000;
            3'b100  : control_unit_out[5:2] = 4'b0100;
            3'b010  : control_unit_out[5:2] = 4'b0111;
            3'b110   : control_unit_out[5:2] = 4'b0011;
            3'b001  : control_unit_out[5:2] = 4'b1101;
            3'b101  : control_unit_out[5:2] = 4'b1001; 
            3'b011 : control_unit_out[5:2] = 4'b1000;
            3'b111  : control_unit_out[5:2] = 4'b0010;
            default:control_unit_out[5:2] = 0; 
         endcase
      end else begin                                 
         case (function_3_in)                          
            3'b000  : control_unit_out[5:2] = 4'b0000;
            3'b100  : control_unit_out[5:2] = 4'b0100;
            3'b010  : control_unit_out[5:2] = 4'b0111;
            3'b110   : control_unit_out[5:2] = 4'b0011;
            3'b001  : control_unit_out[5:2] = 4'b0101;
            3'b101  : control_unit_out[5:2] = 4'b0110; 
            3'b011 : control_unit_out[5:2] = 4'b1000;
            3'b111  : control_unit_out[5:2] = 4'b0010;
            default:control_unit_out[5:2] = 0;
         endcase
      end
   end
   if (type_decode_in == 9'b001000000 ) begin
      if (function_3_in == 3'b010) begin
         control_unit_out[5:2] = 4'b0000;
      end
   end
   if (type_decode_in == 9'b000100000 & function_3_in == 3'b010) begin
      control_unit_out[5:2] = 4'b0000;
   end
   if (type_decode_in == 9'b000001000 ) begin
      control_unit_out[5:2] = 4'b1111;
   end
   if (type_decode_in == 9'b000000100 & function_3_in == 3'b000) begin
      control_unit_out[5:2] = 4'b1111;
   end
   if (type_decode_in == 9'b000000010 ) begin
      control_unit_out[5:2] = 4'b0000;
   end
   if (type_decode_in == 9'b000000001) begin
      control_unit_out[5:2] = 4'b0000;
   end
   case (sel)
      3'b001 : control_unit_out[1:0] = 2'b11;
      3'b010 : control_unit_out[1:0] = 2'b01;
      3'b100 : control_unit_out[1:0] = 2'b10; 
      default: control_unit_out[1:0] = 0;
   endcase
 end
endmodule
==> run.sh <==
#!/bin/bash
# OpenROAD 26Q1-2900-gdf79404cd8, Yosys 0.63+post, stock flow scripts
make -C /OpenROAD-flow-scripts/flow DESIGN_CONFIG=/design/flow/config.mk WORK_HOME=/design/flow/orfs finish
==> config.mk <==
export PLATFORM = sky130hd
export DESIGN_NAME = unit
export DESIGN_NICKNAME = unit
export VERILOG_FILES = /design/flow/design.v
export SDC_FILE = /design/flow/constraint.sdc
export NUM_CORES = 4
export LEC_CHECK = 1
export CORE_AREA = 10 10 70 70
export DIE_AREA = 0 0 80 80
==> constraint.sdc <==
current_design unit

set clk_period 1.1
set clk_io_pct 0.2

create_clock -name clk0 -period $clk_period

set non_clock_inputs [all_inputs -no_clocks]
set_input_delay [expr $clk_period * $clk_io_pct] -clock clk0 $non_clock_inputs
set_output_delay [expr $clk_period * $clk_io_pct] -clock clk0 [all_outputs]
==> commit_impl_results.txt <==
Record implementation results from latest flow run

- Required time at the endpoint of the critical path: approximately 0.88 ns
* Via Count: 680
* Critical path, cell by cell: buf_6 -> or3_4 -> or4b_1 -> buf_2
- Vertical die size: 80 um
- Critical path launch point type: input port
* Tally of OpenROAD warnings: 38
* Antenna fix cells: 0
* Register pins left without a clock: 4
- For reference, the top cells by count after synthesis are 6 x sky130_fd_sc_hd__clkbuf_1, 6 x sky130_fd_sc_hd__nor2_1, 5 x sky130_fd_sc_hd__xnor2_1.
- Total of fill cells in the finished design: between 300 and 400
* Comb. cell area: 562 um^2
- Worst hold-check slack: about 0.67 ns
* Count of placed standard cells including taps: around 160
* Antenna violation net count after detailed routing: 0
- The sequential cells in the finished layout cover a total of 60.1 um^2.
- The checks that failed: negative setup slack.
- The analysis reports a worst IR drop on VDD of around 0.14 mV.
* Number of global-route vias before repair: 652
* Worst hold path cell count: 3
- In the hold report, the worst path ends at control_unit_out[1].
- Once routing completed, OpenROAD measured the worst setup slack at -0.394 ns.
- Number of synthesized flops with an enable pin: 0
- The power report attributes to the combinational group a share of 0.943.
- Initial antenna violation count: 0
* Category of the worst setup path capture point: primary output
* Average routed wire per standard cell: 11.4 um
- Final Setup Violations: 6
- The pin closest to its max-slew limit shows a slew of 0.591 ns.
- In the synthesized netlist the dominant register cell turns out to be sky130_fd_sc_hd__dlxtn_1.
- The run finished, with violations left.
- Per the log, the first TritonRoute iteration ended with a DRC count of 6.
- Top area cell types: sky130_fd_sc_hd__dlxtn_1 10%, sky130_fd_sc_hd__ha_1 8.4%, sky130_fd_sc_hd__xnor2_1 7.3%
* Placeable core area: 3420 um^2
* Number of detailed-route iterations in the first pass: 3
- Post-DR vias/cell: approximately 4.2
- The highest clock rate this design can be run at is 669 MHz.
* Total Routing Usage GR: 0.0566
- Chip area in the Yosys report: 599 um^2
- The design draws 336 uW.
- Pwr/cell area: around 310 nW/um^2
- Number of flip-flops in the largest register: 4
- Hold repair after CTS inserted 0 buffers.
* # rows: 21
- Cell count after synthesis: between 70 and 80
* Fraction of final layout cells with drive strength greater than 1: 0.427
- Of the post-synthesis cell area, the dominant cell type holds 0.100.
- On the critical path, the stage with the largest delay is an instance of sky130_fd_sc_hd__or4b_1.
- Looking at hold timing, the worst path starts from type_decode_in[1].
- Yosys cell types: 37
- Library cell with the largest summed area after synthesis: sky130_fd_sc_hd__dlxtn_1
* Setup repair after global routing missed its margin: true
- For the final routed database, the setup TNS stands at -0.890 ns.
- Synth flops: 4
- Clock network fraction of total power: 0
* Area of the die: about 6400 um^2
- Once layout is complete, the cells apart from fillers number around 160.
- Remaining max-slew budget at the tightest pin: 0.603
- Synthesized cell area: 599 um^2
- Category of the critical setup timing path: input port to primary output
- In this run the power spent charging and discharging nets is 131 uW.
- Routability-driven placement congestion ratio: 0.805
* Share of total power in sequential cells: 0.057
- Syn avg cell area: 7.59 um^2
- After global routing the overflow that remains totals 0.
- Entering global routing, the biggest net connects 10 pins.
- STA puts the critical path data arrival time at 1.27 ns.
- The power report puts the leakage power at 0.476 nW.
* Global-route wire length before repair: 3100 um
- The switching portion of total power comes to 0.389.
* Area overhead of the layout relative to synthesis: 78.7%
* Post-layout minimum cycle time: 1.49 ns
- During synthesis, Yosys emitted a total of 5 warnings.
* Die x size: 80 um
* Post-Route WL: 1860 um
- Number of port buffers: 28
- According to the I/O placement log, the pin count is 28.
- MaxCap Viol Count: 0
* CP max FO: 2
* Number of unconstrained endpoints: 8
- STA reports the tightest min-delay check as being of type input port to primary output.
- In the routed design, unresolved DRC markers number 0.
* FFs w/ async S/R, synth: 0
- Number of standard cells reported by yosys: 79
* Internal power of the cells: 205 uW
* Pre-placement core utilization: 0.175
- Before CTS, the worst setup slack after placement is -1.06 ns.
- Post-route fraction of the period consumed by the critical path: 1.36
- Final HPWL from detailed placement: 1530 um
- The final max-slew violation count recorded for this run is 0.
- Endpoints failing hold: 0
* Critical Path Max Stage Delay: around 0.46 ns
==> worst max-delay path, delay by kind of cell <==
| family | cells | cell delay, ns |
|---|---|---|
| AND/OR/NAND/NOR | 2 | 0.83 |
| buffers and inverters | 2 | 0.22 |
==> power groups by stage <==
stage | Combinational (mW) | Sequential, mW | Clock (mW)
6_report | 0.316 | 0.0192 | 0
5_1_grt | 0.348 | 0.0207 | 0
4_1_cts | 0.296 | 0.0194 | 0
==> per-layer routing <==
metal,routed length (um),track usage,up-vias
met2,830,0.0859,15
met1,931,0.0848,304
met3,93,0.0114,0
li1,-,-,361
met4,0,0,0
met5,0,0,-
==> cells by family (layout without fill, tap and decap cells) <==
kind of cell    count (synthesis)  count (layout)  share of synthesized area
compound gates                 15              15                      0.194
simple gates                   34              34                      0.365
fa+ha+maj                       4               4                     0.0835
xor+xnor                        7               7                      0.102
latches                         4               4                      0.100
buf+inv                        11              49                     0.0877
mux                             4               4                     0.0668
==> cell usage in the layout, fill, tap and decap left out, types with 3 or more instances in the layout <==
master,instances
sky130_fd_sc_hd__buf_4,16
sky130_fd_sc_hd__buf_2,12
sky130_fd_sc_hd__clkdlybuf4s50_1,11
sky130_fd_sc_hd__buf_6,5
sky130_fd_sc_hd__nor2_1,4
sky130_fd_sc_hd__mux2i_1,4
sky130_fd_sc_hd__ha_1,4
sky130_fd_sc_hd__dlxtn_1,4
sky130_fd_sc_hd__nor3_1,3
sky130_fd_sc_hd__nor2b_1,3
sky130_fd_sc_hd__nand3b_1,3
==> what timing repair did <==
item,in CTS,in global routing
setup endpoints to repair,11,8
pin swaps,12,7
buffers inserted,6,1
resized,76,9
==> how the worst max path moves through the flow <==
stage / from / end / cells past startpoint
final: type_decode_in[3] / control_unit_out[14] / 4
after global routing: type_decode_in[3] / control_unit_out[14] / 4
after CTS: type_decode_in[2] / control_unit_out[14] / 4
==> through the flow <==
stage / utilization / instance area, um^2
CTS: 0.301 / 1030
detailed placement: 0.291 / 995
finish: 0.314 / 1070
global placement: 0.291 / 995
floorplan: - / 636
global route: 0.314 / 1070
==> final cells by class <==
type | instances | area share
Inverter | 2 | 0.00701
Multi-Input combinational cell | 64 | 0.525
Sequential cell | 4 | 0.0561
Tap cell | 46 | 0.0537
Timing Repair Buffer | 47 | 0.359
No activity file was given, so power comes from the tool's default toggle rates.
