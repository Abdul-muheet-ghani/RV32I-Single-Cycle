[design/flow/constraint.sdc]
current_design reg_file

set clk_period 9.0
set clk_io_pct 0.2

create_clock -name clk0 -period $clk_period [get_ports {clk_in}]

set non_clock_inputs [all_inputs -no_clocks]
set_input_delay [expr $clk_period * $clk_io_pct] -clock clk0 $non_clock_inputs
set_output_delay [expr $clk_period * $clk_io_pct] -clock clk0 [all_outputs]
[design/flow/config.mk]
export PLATFORM = sky130hd
export DESIGN_NAME = reg_file
export DESIGN_NICKNAME = reg_file
export VERILOG_FILES = /design/flow/design.v
export SDC_FILE = /design/flow/constraint.sdc
export NUM_CORES = 4
export LEC_CHECK = 1
export CORE_UTILIZATION = 30
[design/flow/run.sh]
#!/bin/bash
# OpenROAD 26Q1-2900-gdf79404cd8, Yosys 0.63+post, stock flow scripts
make -C /OpenROAD-flow-scripts/flow DESIGN_CONFIG=/design/flow/config.mk WORK_HOME=/design/flow/orfs finish
[design/flow/design.v]
module reg_file (
   input              clk_in,
   input              reset_in,
   input       [4:0]  rs1_address_in,
   input       [4:0]  rs2_address_in,
   input       [4:0]  destination_register_in,
   input       [31:0] input_data_in,
   output wire [31:0] rs1_data_out,
   output wire [31:0] rs2_data_out
 );
 integer i;
 reg [31:0] reg_file1[31:0];
 always @(posedge clk_in ) begin
    if (reset_in == 1) begin
      for (i = 0 ; i<=31 ; i=i+1) begin
         reg_file1[i]=0;
      end 
    end else begin
      reg_file1[destination_register_in] = input_data_in;
    end
 end
    assign rs1_data_out = (rs1_address_in != 0) ? reg_file1[rs1_address_in] : 0;
    assign rs2_data_out = (rs2_address_in != 0) ? reg_file1[rs2_address_in] : 0;
endmodule
==> out/qor.txt <==
status: finished, final reports clean
CTS tree: built
fp util: 0.302
async set or reset register ratio after synthesis: 0
Log Warnings: 26
die area: 184000 sq um
detailed placement HPWL: 115000 um
Setup violations, final: 0
P per Cell Area: 189 nW/um^2
H-tree depth: 3
Worst path max stage delay: 0.88 ns
Worst Path Required: 7.20 ns
Final Cycle Share: 0.814
fin util: 0.345
share of cells above drive strength 1: 0.254
area growth from synthesis to layout: 14.2%
crit path buf inv count: 4
core area: 181000 sq um
routing usage on met2: 0.319
drt via density: 5.52
Syn Inst Count: 3551
PostCTS Resize Cnt: 0
Pleak: 20.9 nW
Die X: 429 um
GRT Overall Usage: 0.216
I/O pin total: 113
# rows: 156
Avg Cell Area, Syn: 15.4 sq um
pin count of the biggest net entering global routing: 90
final worst setup slack: 1.68 ns
first-pass GRT wire length: 264000 um
clock share of power: 0.388
Flop pwr share: 0.483
cell type with the largest total area: edfxtp_1
synthesized cell area: 54600 sq um
Max Slew Vio Count: 0
largest fanout on the critical path: 25
post-route ant nets: 0
Synth cell types: 41
synth warn: 1
clock sink total: 1024
dpl ws: 1.87 ns
RD Place Congestion: 0.936
Post-synth EDFFs: 1024
Sw Pwr: 2.93 mW
max-cap violations: 0
Tightest Pin Transition: 1.11 ns
clk root buf: clkbuf_16
M1 GR Usage: 0.239
RSZ-0062 raised after global routing: no
min Tclk post-route: 7.32 ns
Max VDD drop: 0.000159 V
ys cells: 3551
Synth top cells by count: and2_1, edfxtp_1, mux4_2
worst setup path class: input pin to primary output
internal power: 8.85 mW
initial antenna violation count: 11
Iteration-0 DRC Markers: 2509
Slowest cell on crit path: a2111oi_0
Synth Seq Share: 0.563
Logic pwr share: 0.129
layer with the highest usage: met2
Crit. End Element: primary output
top cells by area: edfxtp_1, mux4_2, and2_1, mux2i_1, clkbuf_1
Slew headroom: 0.240
worst min path class: input pin to flop
Net Sw Frac: 0.248
chip area in the Yosys report: 54600 sq um
grt ovf: 0
Fmax: 137 MHz
CP startpoint kind: input pin
IO Port Bufs: 112
Post-synth regs: 1024
Critical Path AT: 5.52 ns
Hold Slack: 2.03 ns
Cell Chain, Critical Path: clkdlybuf4s50_1, buf_4, or3_2, buf_4, o22ai_1, a2111oi_0, nor3_1, clkdlybuf4s50_1
CTS Buffer Depth: 3
Worst path top cell family by delay: buffers and inverters
max reg flops: 1024
Num CTS Buffers: 106
hold buffers post-CTS: 0
setup_tns: 0 ns
drt pass-1 iters: 7
main flop type: edfxtp_1
Hold Violations, Final: 0
Chip Height: 429 um
met3 usage: 0.157
post-CTS setup buffer count: 0
post-synth top area share: 0.563
overall power: 11.8 mW
via count: 33.1k
number of remaining DRC errors: 0
vias in the first global route: 35.5k
most frequent cell after synthesis: and2_1
routed len/inst: 31.2 um
register clock-pin slew on the reported worst setup and hold paths: 0.06 ns
WL final: 187000 um
[tightest hold or removal path, delay by kind of cell]
family	cells	cell delay [ns]
AND/OR/NAND/NOR	1	0.17
buffers and inverters	2	0.63
[layout make-up]
type	count	area [sq um]
fillers	16975	118000
inverters	1	3.75
diodes	1	2.50
well taps	2370	2970
clock buffers	127	2770
clock inverters	67	762
flip-flops and latches	1024	30700
repair buffers	273	2450
multi-input cells	2128	22600
[power by group through the flow]
stage | registers (mW) | clock network, mW | logic, mW
CTS | 5.68 | 4.62 | 1.52
global route | 5.72 | 4.79 | 1.58
finish | 5.68 | 4.58 | 1.52
[worst paths after layout]
kind,from,to,slack [ns],cells past startpoint
setup / recovery,rs2_address_in[3],rs2_data_out[31],1.68,8
hold / removal,input_data_in[19],reg_file1[11][19],2.03,3
[metrics by stage]
step / area, sq um / instances
floorplan: 54600 / 3551
global placement: 58800 / 5796
detailed placement: 58800 / 5796
CTS: 62400 / 5990
global route: 62400 / 5991
finish: 62400 / 5991
[cells by family after synthesis]
| group | after synthesis | synth area share |
|---|---|---|
| flops | 1024 | 0.563 |
| compound gates | 294 | 0.0416 |
| mux | 661 | 0.230 |
| simple gates | 1173 | 0.131 |
| buf+inv | 399 | 0.0342 |
[cell usage in the layout (no fill, tap or decap), drive strengths merged, types with 3 or more instances in the layout]
master / instances
and2: 1028
edfxtp: 1024
mux4: 471
buf: 169
mux2i: 153
clkbuf: 127
clkdlybuf4s50: 104
o22ai: 79
nor3: 52
a22o: 48
clkinv: 43
a211oi: 38
mux2: 37
nor2: 37
o21bai: 33
o221ai: 26
a2111oi: 26
a22oi: 19
bufinv: 16
nor2b: 13
a21oi: 11
nand2: 10
nand2b: 8
or2: 6
inv: 6
nor4: 5
or3b: 4
nand3b: 4
a32o: 4
o211ai: 3
o211a: 3
clkinvlp: 3
or3: 3
[routing by layer]
layer / vias up / share of wire / wire length, um
li1: 13735 / - / -
met5: - / 0.00072 / 134
met3: 456 / 0.17 / 31500
met1: 16393 / 0.32 / 59900
met2: 2459 / 0.46 / 85600
met4: 8 / 0.053 / 9870
Power and IR drop assume default switching activity.
